<file path="design/flow/design.v">
`timescale 1ns / 1ps
module DataMem
 (input clk, input MemRead, input MemWrite,
 input [5:0] addr, input [31:0] data_in,input [3:0] read_write, output reg [31:0] data_out);
 reg [7:0] mem [0:63];
 initial begin
 {mem[3],mem[2],mem[1],mem[0]}=32'd17;
 mem[5] = 8'd36;
 end 
 always @(*) begin
 if (MemRead)begin
    if(read_write==4'b1000) 
        data_out={{25{mem[addr][7]}},mem[addr][6:0]};
    else if(read_write==4'b1001) 
         data_out={{17{mem[addr+1][7]}},mem[addr+1][6:0],mem[addr]};
    else if(read_write==4'b1010) 
         data_out={mem[addr+3],mem[addr+2],mem[addr+1],mem[addr]};
    else if(read_write==4'b1100) 
         data_out=mem[addr];
    else if(read_write==4'b1101) 
              data_out={mem[addr+1],mem[addr]};
    end
 end
 always @(posedge clk) begin
 if (MemWrite) begin
    if(read_write==4'b1011) 
        mem[addr]= data_in;
     else if(read_write==4'b1111) 
        {mem[addr+3], mem[addr+2], mem[addr+1], mem[addr]}= data_in;
     else if(read_write==4'b1110) 
               {mem[addr+1], mem[addr]}= data_in;
    end
 end
endmodule
</file>
<file path="design/flow/run.sh">
#!/bin/bash
# OpenROAD 26Q1-2900-gdf79404cd8, Yosys 0.63+post, stock flow scripts
make -C /OpenROAD-flow-scripts/flow DESIGN_CONFIG=/design/flow/config.mk WORK_HOME=/design/flow/orfs finish
</file>
<file path="design/flow/config.mk">
export PLATFORM = sky130hd
export DESIGN_NAME = DataMem
export DESIGN_NICKNAME = DataMem
export VERILOG_FILES = /design/flow/design.v
export SDC_FILE = /design/flow/constraint.sdc
export NUM_CORES = 4
export LEC_CHECK = 1
export CORE_UTILIZATION = 40
</file>
<file path="design/flow/constraint.sdc">
current_design DataMem

set clk_period 8.9
set clk_io_pct 0.2

create_clock -name clk0 -period $clk_period [get_ports {clk}]

set non_clock_inputs [all_inputs -no_clocks]
set_input_delay [expr $clk_period * $clk_io_pct] -clock clk0 $non_clock_inputs
set_output_delay [expr $clk_period * $clk_io_pct] -clock clk0 [all_outputs]
</file>
==> run notes <==
This memo summarizes the results of the implementation run.

Worst setup path
Data on the critical path arrives at its endpoint at 6.39 ns. STA classifies the critical path startpoint as an input pin. At the worst endpoint, the required time is around 9.2 ns. STA classifies the critical path endpoint as a register. In this run the worst path has a maximum fanout of 53. The setup path with the least slack is of type in2reg.

Pwr
The switching power is between 2 and 3 mW. Per the OpenROAD power report, leakage power amounts to between 20 and 25 nW. Registers are responsible for a little over a third of the overall power. The power report shows net switching accounting for 33.5% of the total. The clock network fraction of design power is 38.6%. Total power normalized to cell area comes to between 100 and 150 nW/um2.

The worst-case IR drop observed on VDD is 0.118 mV. Total power for the finished layout comes to approximately 7.7 mW. Per report_power, the combinational group accounts for between 20% and 30% of the total.

The cell-internal power is 5.10 mW.

Die
The horizontal die dimension reported for this design is 364 um. The chip occupies approximately 130,000 um2. The initial cell density of the core is 40.3%. The die height is roughly 360 um.

The number of cell rows is approximately 130. The core area is between 100,000 and 150,000 um2. between 70 and 80 I/O pins were placed.

Cells and area
The logic area is roughly 34,000 um2. The layout overhead on the synthesized area is 9.07%. The combined flip-flop and latch cell area is between 15,000 and 20,000 um2. The proportion of layout cells with a drive suffix above 1 is just under 30%. The filler cell count in the final layout is between 10,000 and 15,000.

Routing
The routed layout has roughly 48,000 vias. The first-pass detailed-route iteration total is 6. The detail route stage leaves a number of antenna-violating nets equal to 0.

The routed wire length is ~290 mm. Per the detail_route report, vias per standard cell equal 7.17. The script parses the final routing iteration and logs DRC violations as 0. For this block, the initial DRC count from the detailed router was between 5,000 and 6,000. The routed length per placed instance is roughly 44 um.

Clock tree
TritonCTS created ~71 clock buffers. The number of buffers added to fix hold violations after cts is 0. The CTS tree is done. The total setup buffers inserted after CTS is 0.

The maximum buffer depth of the clock tree is 3. The post-cts resize count is 0. The H-tree level count is 3.

The clock slew seen by the registers of the worst setup and hold paths is about 0.060 ns. The cell at the root of the clock tree is sky130_fd_sc_hd__clkbuf_16.

Synth
The number of synthesized flops with an enable pin is 512. The synthesized netlist occupies a cell area of approximately 52,000 um2.

For this run, asynchronously set or reset flops after synthesis account for 0%. The post-synthesis average cell area is 10.5 um2. The post-synthesis cell count from yosys is approximately 5,000. Warnings reported by Yosys during synthesis add up to 1.

The cell type with the largest total area after synthesis is sky130_fd_sc_hd__edfxtp_1. Ranked by total cell area, the synthesized netlist is headed by sky130_fd_sc_hd__edfxtp_1, sky130_fd_sc_hd__mux4_2, sky130_fd_sc_hd__mux2i_1. Yosys mapped the design onto ~76 distinct sky130hd cell types. The synthesized netlist has a Yosys-reported chip area of roughly 52,000 um2. Synthesis produced 4,989 cells. The dominant synthesized flop cell is sky130_fd_sc_hd__edfxtp_1. The post-synth register bit count is around 540.

In this run the biggest area consumer among cell types represents between 20 and 30% of the synthesized area.

Global route
The number of antenna violations at the first check in global routing came to 16. The via count of the first global-routing pass is between 40,000 and 50,000. The total overflow reported by the global router is 0. The first global-routing pass estimated a little under 400 mm of wire. The met3 global-route usage is a little under a third.

The met1 usage is between 50% and 60%. Entering global routing, the biggest net connects 88 pins. Global route summary, busiest routing layer listed as met2.

The global routing usage summed across all routing layers is a little under half. Global routing consumed, on the met2 layer, 60.7% of the routing resources.

Placed design
Routability-driven placement finished with a final weighted congestion of between 1 and 1.5. The total half-perimeter wirelength after legalization and detailed placement is roughly 200 mm. In this run the tool buffered the top-level ports with 76 buffer cells.

STA
The post-layout minimum cycle time is 6.09 ns. Per the final report, max-transition violations number 0. The setup TNS is 0 ns. The fmax is between 150 and 200 MHz. between 60 and 70 endpoints have no timing constraint. Setup repair after global routing left no endpoint under its margin. The actual transition at the worst max-transition pin is about 1.2 ns. The timer found 32 register pins that no clock reaches; their paths are not timed. The final timing report lists a hold violation count of 0. Setup violations remaining at the end of the flow were counted as 0.

The worst slew margin relative to its limit is about 18%. Dividing the final minimum period by the clock period gives a little under 70%.

Status
The flow ran to the end, and the final reports show no timing, DRC or antenna violations.

Hold path
The cell depth of the worst hold path is 2. The worst hold path belongs to the class in2reg.

Job
The max-capacitance violation count is 0. OpenROAD emitted warnings numbering 30.
flip-flops by register name, indices dropped and copies added, names as in the netlist:
register and flops:
data_out 32, mem 512
cell usage after synthesis (5+ instances only):
cell type,number
sky130_fd_sc_hd__a2111o_1,10
sky130_fd_sc_hd__a211oi_1,59
sky130_fd_sc_hd__a21o_1,49
sky130_fd_sc_hd__a21oi_1,58
sky130_fd_sc_hd__a221oi_1,31
sky130_fd_sc_hd__a31oi_1,57
sky130_fd_sc_hd__a32oi_1,29
sky130_fd_sc_hd__and2_1,11
sky130_fd_sc_hd__and3_1,6
sky130_fd_sc_hd__buf_1,44
sky130_fd_sc_hd__buf_2,155
sky130_fd_sc_hd__buf_4,37
sky130_fd_sc_hd__buf_6,5
sky130_fd_sc_hd__clkbuf_1,302
sky130_fd_sc_hd__dlxtn_1,32
sky130_fd_sc_hd__edfxtp_1,512
sky130_fd_sc_hd__ha_1,7
sky130_fd_sc_hd__mux2_2,468
sky130_fd_sc_hd__mux2i_1,675
sky130_fd_sc_hd__mux4_2,452
sky130_fd_sc_hd__nand2_1,861
sky130_fd_sc_hd__nand2_2,14
sky130_fd_sc_hd__nand2b_1,7
sky130_fd_sc_hd__nand3_1,179
sky130_fd_sc_hd__nand3_2,10
sky130_fd_sc_hd__nand4_1,11
sky130_fd_sc_hd__nand4_2,5
sky130_fd_sc_hd__nor2_1,185
sky130_fd_sc_hd__nor2_2,39
sky130_fd_sc_hd__nor2_4,24
sky130_fd_sc_hd__nor2b_1,11
sky130_fd_sc_hd__nor3_1,29
sky130_fd_sc_hd__nor4_1,8
sky130_fd_sc_hd__o2111ai_1,17
sky130_fd_sc_hd__o211ai_1,9
sky130_fd_sc_hd__o21ai_0,351
sky130_fd_sc_hd__o21ai_1,109
sky130_fd_sc_hd__o221ai_1,5
sky130_fd_sc_hd__o22ai_1,35
sky130_fd_sc_hd__xor2_2,7
power groups by stage:
stage | Combinational [mW] | Clock [mW] | Sequential, mW
CTS | 1.90 | 2.98 | 2.72
global route | 2.01 | 3.05 | 2.72
finish | 2.00 | 2.96 | 2.72
final timing paths:
path	startpoint	endpoint	slack, ns
worst min-delay path	data_in[24]	mem[42][0]$_DFFE_PP_	1.48
worst max-delay path	addr[0]	mem[6][2]$_DFFE_PP_	2.81
layout by cell type (no fill, tap or decap), drive strengths merged, types with 86 or more instances in the layout:
master | Yosys | final
buf | 241 | 257
clkbuf | 302 | 86
edfxtp | 512 | 512
mux2 | 468 | 468
mux2i | 675 | 675
mux4 | 452 | 452
nand2 | 875 | 875
nand3 | 189 | 189
nor2 | 248 | 248
o21ai | 460 | 460
layout make-up:
class,count,area share [%]
multi-input cells,3897,60.1
flip-flops and latches,544,27.8
repair buffers,296,4.14
well taps,1742,3.82
clock buffers,86,3.25
clock inverters,39,0.785
diodes,24,0.105
inverters,5,0.0373
metrics by stage:
stage | cell area, um2 | util, % | setup slack, ns | hold slack (ns) | cells
final | 57100 | 44.0 | 2.81 | 1.48 | 6633
after global routing | 57000 | 44.0 | 2.72 | 1.49 | 6612
after CTS | 57000 | 44.0 | 2.98 | 1.47 | 6609
after detailed placement | 54700 | 42.2 | 2.28 | 2.15 | 6484
after global placement | 54700 | 42.2 | 2.30 | 2.15 | 6484
after floorplan | 52300 | - | 3.48 | 2.28 | 4989
kinds of logic (layout without fill, tap and decap cells):
logic type / count (synthesis) / in the layout / share of synthesized area, %
XOR/XNOR: 19 / 19 / 0.548
AND/OR/NAND/NOR: 1423 / 1423 / 12.0
other: 0 / 24 / 0
multiplexers: 1595 / 1595 / 42.5
flip-flops: 512 / 512 / 29.4
latches: 32 / 32 / 0.918
adder cells (fa/ha/maj): 7 / 7 / 0.167
buffers and inverters: 548 / 426 / 4.64
AND-OR/OR-AND: 853 / 853 / 9.92
layer usage:
metal,share of wire (%),vias to the layer above,wire length [um]
li1,-,18900,-
met1,34,23700,97700
met2,41,4056,118000
met3,17,958,49900
met4,7.6,46,22000
met5,0.53,-,1530
worst max-delay path: stages:
cell,delay [ns]
sky130_fd_sc_hd__buf_8,0.36
sky130_fd_sc_hd__buf_4,0.57
sky130_fd_sc_hd__ha_1,0.44
sky130_fd_sc_hd__xor2_4,0.80
sky130_fd_sc_hd__nand3_1,0.87
sky130_fd_sc_hd__buf_4,0.55
sky130_fd_sc_hd__nor2_4,0.43
sky130_fd_sc_hd__nor2_1,0.07
sky130_fd_sc_hd__nand3_1,0.45
Power figures rest on the tool's default switching activity, not on a simulated workload.
