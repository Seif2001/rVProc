--- /design/flow/design.v ---
`timescale 1ns / 1ps
module NbitReg#(parameter N = 32)(
input clk, rst,
input[4:0] RS1,
input[4:0] RS2,
input[4:0] RD,
input[N-1:0] WData,
input regWrite,
output[N-1:0] R1,
output[N-1:0] R2
    );
    reg [N-1:0] RegFile[31:0];
    assign R1 = RegFile[RS1];
    assign R2 = RegFile[RS2];
    integer i;
    always@(posedge(clk), posedge (rst)) begin
    if(rst == 1'b1) begin
            for(i =0; i<32; i = i+1)begin : genbit
                 RegFile[i] = 0;
            end
     end
      else   if(regWrite && RD!=0) begin
             RegFile[RD] = WData;
        end
    end
endmodule
--- /design/flow/run.sh ---
#!/bin/bash
# OpenROAD 26Q1-2900-gdf79404cd8, Yosys 0.63+post, stock flow scripts
make -C /OpenROAD-flow-scripts/flow DESIGN_CONFIG=/design/flow/config.mk WORK_HOME=/design/flow/orfs finish
--- /design/flow/config.mk ---
export PLATFORM = sky130hd
export DESIGN_NAME = NbitReg
export DESIGN_NICKNAME = NbitReg
export VERILOG_FILES = /design/flow/design.v
export SDC_FILE = /design/flow/constraint.sdc
export NUM_CORES = 4
export LEC_CHECK = 1
export CORE_UTILIZATION = 40
--- /design/flow/constraint.sdc ---
current_design NbitReg

set clk_period 8.7
set clk_io_pct 0.2

create_clock -name clk0 -period $clk_period [get_ports {clk}]

set non_clock_inputs [all_inputs -no_clocks]
set_input_delay [expr $clk_period * $clk_io_pct] -clock clk0 $non_clock_inputs
set_output_delay [expr $clk_period * $clk_io_pct] -clock clk0 [all_outputs]
==> impl_metrics.toml <==
# flow metrics
[sta]
relSlewSlack_pct = 22.2
fin_ws_ns = 0.963
rsz0062_at_grt = "no"
fmax_mhz = 129
worst_pin_slew_ns = 1.16
fin_crit_sh_pct = 88.9
slew_violations = 0
post-route-min-period_ns = 7.74
hold_slack_ns = 0.402
finClkSkew_ns = 0
setup_viol = 0
hold_viol_final = 0

[clock_tree]
worstSkewPairLatency_ns = 0.73
cts-buffers-inserted = 110
clockBufferDepth = 3
cts_resized = 0
cts-root-buf = "clkbuf_16"
cts.sinks = 1024
postCtsSetupBuffers = 0
postCtsHoldBufs = 0
clk_pin_slew_ns = 0.06
htree_levels = 3
cts_tree = "yes"

[synth]
async_reset_ff_share_pct = 100
synth.most_common_cell = "dfrtp_1"
syn_inst = 4351
synth_compound_gate_area_share_pct = 15.8
synth_cell_types = 62
synth_top_flop_cell = "dfrtp_1"
yosys-top-cells-area = "dfrtp_1 (50%), mux2_2 (22%), a22oi_1 (12%), nand2_1 (1.7%), clkbuf_1 (1.6%)"
topCombFamilyByArea = "multiplexers"
ys.flops = 1024
edf_count = 0
ys_seq_share_pct = 50.3
netlist_area_um2 = 50900
common_cells = "dfrtp_1 (1024), mux2_2 (1002), a22oi_1 (806)"
synth_area_leader_cell = "dfrtp_1"
ys_area_um2 = 50900
synth_warnings = 2
ys_cells = 4351
xor_share_pct = 0
synthSimpleGateAreaFrac_pct = 7.38
top_area_share_pct = 50.3
syn_avg_cell_area_um2 = 11.7
synth-adder-area-share_pct = 0
synth.mux.area_fraction_pct = 22.5

[setup_path]
cp_max_fo = 14
cp.required_ns = 6.96
r2r_setup_slack_ns = 7.71
arrival_ns = 6.00
critPathLaunchType = "input port"
end_kind = "output port"
path_class = "input port to output port"

[route]
drt_iter0_drc = 5893
dr.max_layer_used = "met5"
drc = 0
met1Wirelength_um = 89500
wl_um = 259000
viasPerCell = 7.24
dr.pass1.iters = 10
wl_per_cell_um = 42.2
wl_met2_um = 101000
antenna_left = 0
vias = 44455
wl_met3_um = 47000

[grt]
antenna_found_initial = 18
grt_use_total_pct = 41.5
grt_pass1_wl_um = 356000
grt_overflow = 0
grt_pass1_vias = 43323
grt_max_degree = 128

[cells_and_area]
post-route-util_pct = 46.6
drive_above_1_share_pct = 34.6
fillers = 11287
largest_reg_flops = 1024
final_cells = 6136
syn_to_final_growth_pct = 15.3

[placed_design]
portBuffers = 113
dp.cells = 5916
gp_congestion = 1.07
post-place-ws_ns = 1.17
hpwlAfterDp_um = 158000

[run]
maxCapViolCount = 0
warnings = 47

[floorplan]
io_pins = 114
die_x_um = 359
die_h_um = 359
fp_util_pct = 40.5
rows = 130
die-area_um2 = 129000
core-area_um2 = 126000

[pwr]
power.density_nw_per_um2 = 230
p_leak_nw = 25.5
peakVddDrop_mv = 0.159

[run_status]
outcome = "finished, final reports clean"

[min_path]
hold_path_class = "flop to flop"
[power breakdown]
group	switching (mW)	internal (mW)
logic	0.881	0.996
registers	0.910	5.66
clock network	2.07	2.98
[cell families (layout without fill, tap and decap cells)]
group                  after synthesis  after routing
muxes                             1021           1021
other                                0             19
and+or+nand+nor                    761            761
AOI/OAI and AO/OA                 1088           1088
buffers and inverters              457            573
DFF                               1024           1024
[final timing paths]
path                           startpoint               to  depth (start not counted)
max in group asynchronous             rst   RegFile[19][6]                          5
min in group asynchronous             rst  RegFile[23][24]                          3
max                                RS1[0]            R1[4]                          9
max reg2reg                RegFile[7][12]   RegFile[7][12]                          1
min                        RegFile[0][14]   RegFile[0][14]                          0
min reg2reg                RegFile[0][14]   RegFile[0][14]                          0
[stage by stage]
stage | TNS [ns] | instance area (um^2) | total power [mW]
finish | 0 | 58700 | 13.5
global route | 0 | 58700 | 13.9
CTS | 0 | 58700 | 13.4
detailed placement | 0 | 54800 | 8.42
global placement | 0 | 54800 | 8.39
floorplan | -7325.63 | 50900 | 7.47
[cell usage in the layout (no fill, tap or decap), types with 9 or more instances in the layout]
cell type	synthesis	layout
buf_12	0	21
nand2_1	229	217
nor2_4	5	74
buf_4	32	233
dfrtp_1	1024	1024
nor2b_1	14	14
a22o_1	36	36
a22oi_1	806	806
nor3_1	62	61
nand3_1	50	45
bufinv_16	0	15
clkbuf_1	222	24
diode_2	0	19
clkdlybuf4s50_1	0	106
mux2i_1	16	16
nand2b_1	13	12
nand4_1	105	105
a222oi_1	21	21
clkbuf_8	0	19
clkinv_2	0	16
a31oi_1	14	14
a21oi_1	92	92
nor2_1	166	108
nand3b_1	14	14
o21ai_0	29	29
nor4_1	33	33
and4_1	13	13
clkbuf_16	0	113
a221oi_1	22	22
a32oi_1	19	19
o32a_1	9	9
nand2_2	0	12
mux2_2	1002	1002
[metal layers]
| metal | global-route usage [%] | vias to the layer above |
|---|---|---|
| li1 | - | 16692 |
| met3 | 27.9 | 1342 |
| met2 | 53.3 | 4224 |
| met5 | 1.70 | - |
| met4 | 24.5 | 26 |
| met1 | 51.7 | 22171 |
[area by class of cell]
class	count	area, um^2	share of cell area, %
multi-input combinational	2870	23900	40.6
tap	1650	2060	3.52
clock inverter	45	647	1.10
timing repair buffer	367	3270	5.56
antenna	19	47.5	0.0810
sequential	1024	25600	43.6
clock buffer	156	3180	5.41
inverter	5	22.5	0.0384
[worst max-delay path, stage by stage]
cell and delay [ns]:
clkdlybuf4s50_1 0.98, nand2b_1 0.66, nor2_4 0.90, buf_4 0.45, a22oi_1 0.11, nand2_1 0.10, nor3_1 0.06, a21oi_1 0.38
clkdlybuf4s50_1 0.55
Power is estimated from default activity; no workload was simulated.
