==> ./run.sh <==
#!/bin/bash
# OpenROAD 26Q1-2900-gdf79404cd8, Yosys 0.63+post, stock flow scripts
make -C /OpenROAD-flow-scripts/flow DESIGN_CONFIG=/design/flow/config.mk WORK_HOME=/design/flow/orfs finish
==> ./constraint.sdc <==
current_design display_negative

set clk_period 17.2
set clk_io_pct 0.2

create_clock -name clk0 -period $clk_period [get_ports {clk}]

set non_clock_inputs [all_inputs -no_clocks]
set_input_delay [expr $clk_period * $clk_io_pct] -clock clk0 $non_clock_inputs
set_output_delay [expr $clk_period * $clk_io_pct] -clock clk0 [all_outputs]
==> ./config.mk <==
export PLATFORM = sky130hd
export DESIGN_NAME = display_negative
export DESIGN_NICKNAME = display_negative
export VERILOG_FILES = /design/flow/design.v
export SDC_FILE = /design/flow/constraint.sdc
export NUM_CORES = 4
export LEC_CHECK = 1
export CORE_UTILIZATION = 50
==> ./design.v <==
`timescale 1ns / 1ps
module BCD (
input [12:0] num,
output reg [3:0] Thousands,
output reg [3:0] Hundreds,
output reg [3:0] Tens,
output reg [3:0] Ones
);
integer i;
always @(num)
begin
Thousands= 4'd0;
 Hundreds = 4'd0;
 Tens = 4'd0;
 Ones = 4'd0;
for (i = 12; i >= 0 ; i = i-1 )
begin
if(Thousands >= 5 )
 Thousands = Thousands + 3;
if(Hundreds >= 5 )
 Hundreds = Hundreds + 3;
if (Tens >= 5 )
 Tens = Tens + 3;
 if (Ones >= 5)
 Ones = Ones +3;
 Thousands = Thousands << 1;
 Thousands [0] = Hundreds [3];
 Hundreds = Hundreds << 1;
 Hundreds [0] = Tens [3];
 Tens = Tens << 1;
 Tens [0] = Ones[3];
 Ones = Ones << 1;
 Ones[0] = num[i];
end
end
endmodule
`timescale 1ns / 1ps
module display_negative(
    input clk,
    input [12:0] num,
    output reg [3:0] Anode,
    output reg [6:0] LED_out
);
    reg [12:0]num_n;
    reg [3:0] LED_BCD;
    reg [19:0] refresh_counter = 0;  
    wire [1:0] LED_activating_counter;
    reg [3:0] dash;
    wire [3:0] Hundreds, Tens, Ones;
    always@(*) begin
        if (num[7] == 1'b1) begin
            dash = 4'b1111;
            num_n = ~num + 1'b1;  
        end
        else begin
            dash = 4'b1011;  
            num_n = num;
        end
    end
    always @(posedge clk)
    begin
        refresh_counter <= refresh_counter + 1;
    end
    assign LED_activating_counter = refresh_counter[19:18];
    BCD bcd(num_n,Hundreds,Tens,Ones);
    always @(*)
    begin
        case(LED_activating_counter)
            2'b00: begin
                Anode = 4'b0111;
                LED_BCD = dash;
            end
            2'b01: begin
                Anode = 4'b1011;
                LED_BCD = Hundreds;
            end
            2'b10: begin
                Anode = 4'b1101;
                LED_BCD = Tens;
            end
            2'b11: begin
                Anode = 4'b1110;
                LED_BCD = Ones;
            end
        endcase
    end
    always @(*)
    begin
        case(LED_BCD)
            4'b0000: LED_out = 7'b0000001;  
            4'b0001: LED_out = 7'b1001111;  
            4'b0010: LED_out = 7'b0010010;  
            4'b0011: LED_out = 7'b0000110;  
            4'b0100: LED_out = 7'b1001100;  
            4'b0101: LED_out = 7'b0100100;  
            4'b0110: LED_out = 7'b0100000;  
            4'b0111: LED_out = 7'b0001111;  
            4'b1000: LED_out = 7'b0000000;  
            4'b1001: LED_out = 7'b0000100;  
            4'b1111: LED_out = 7'b1111110;
            4'b1011: LED_out = 7'b0000001;
            default: LED_out = 7'b0000001;  
        endcase
    end
endmodule
==> load_flow_metrics.sql <==
-- metrics for the results database
INSERT INTO impl_metrics (metric_group, metric, value, unit) VALUES
('run_status', 'outcome', 'complete, no violations', ''),
('timing', 'fin_crit_sh', '0.9770', ''),
('timing', 'final.min_clock_period', '16.80', 'ns'),
('cells_and_area', 'top_flop_regs', 'refresh_counter x20', ''),
('cells_and_area', 'layout_top_cell', 'buf_4', ''),
('cells_and_area', 'final_instance_count_excl_fillers', '968', ''),
('clock_network', 'clk_transition_reported_paths', '0.07', 'ns'),
('synth', 'ys_types', '92', ''),
('clock_network', 'cts-root-buf', 'clkbuf_8', ''),
('place', 'globalplace.congestion', '0.9248', ''),
('synth', 'post_synth_instance_area', '0.004857', 'mm²'),
('floorplanning', 'chipHeight', '100.6', 'µm'),
('worst_setup_path', 'required_time_of_the_critical_path', '13.76', 'ns'),
('worst_setup_path', 'worstPathMaxFanout', '4', ''),
('grt', 'grt_util_all_layers', '0.2474', ''),
('hold_path', 'hold_class', 'flop to flop', ''),
('timing', 'max_clock_freq', '0.05951', 'GHz'),
('synth', 'yosys.stat.seqShare', '0.08243', ''),
('synth', 'synth.ff_latch_count', '20', ''),
('grt', 'first_global_vias', '4793', ''),
('drt', 'via_count', '5474', ''),
('grt', 'grt_overflow', '0', ''),
('cells_and_area', 'largest_register_ffs', '20', ''),
('grt', 'initial_antenna_violation_count', '0', ''),
('cells_and_area', 'layout-area-overhead-vs-synth', '49.05', '%'),
('timing', 'worst_slew_pin_slew', '0.8736', 'ns'),
('cells_and_area', 'seq_area', '400.4', 'µm²'),
('worst_setup_path', 'crit_type', 'input pin to output pin', ''),
('clock_network', 'clkLatencyLatePin', '0.25', 'ns'),
('clock_network', 'htree_num_levels', '1', ''),
('synth', 'edf_count', '0', ''),
('timing', 'timing.final.setup_violations', '0', ''),
('floorplanning', 'die_area', '0.01011', 'mm²'),
('clock_network', 'clk_path_buf_depth', '2', ''),
('drt', 'diodes', '0', ''),
('worst_setup_path', 'crit_path_max_incr_delay', '0.57', 'ns'),
('cells_and_area', 'fillerInstances', '618', ''),
('cells_and_area', 'final_cell_mix', '174 x buf_4, 44 x nor2_1, 43 x nand2_1, 33 x inv_1, 30 x xnor2_1', ''),
('synth', 'yosys_stat_area', '0.004857', 'mm²'),
('drt', 'detail_route.first_pass.iterations', '6', ''),
('timing', 'number_of_slew_limit_violations_in_the_final_report', '0', ''),
('clock_network', 'sinks_on_clock_net', '20', ''),
('clock_network', 'tritoncts', 'done', ''),
('worst_setup_path', 'critical_path.slowest_cell', 'or4b_4', ''),
('synth', 'synth_top_flop_cell', 'dfxtp_1', ''),
('worst_setup_path', 'worstSetupEndpointType', 'output pin', ''),
('clock_network', 'cts_made_buffers', '3', ''),
('run', 'max_cap_viols', '0', ''),
('place', 'io_buffers', '24', ''),
('floorplanning', 'fp-utilization', '0.5207', ''),
('synth', 'asyncSetResetFlopFracSynth', '0', ''),
('worst_setup_path', 'worstSetupStartpointType', 'input pin', ''),
('timing', 'worst_clock_skew', '0.004238', 'ns'),
('timing', 'postLayoutSetupSlackWorst', '0.3956', 'ns'),
('drt', 'initialDrtViolationCount', '230', ''),
('synth', 'ys.warnings.count', '2', ''),
('place', 'dpl.hpwl', '9851', 'µm'),
('synth', 'post_synth_inst_count', '656', ''),
('timing', 'timing.slew.headroom', '0.4176', ''),
('place', 'detailedPlace.worstSlack', '-0.4041', 'ns'),
('cells_and_area', 'final_layout_size_suffix_gt1_frac', '0.3945', ''),
('clock_network', 'holdBufCountCts', '0', ''),
('drt', 'ant_nets', '0', ''),
('synth', 'mean_instance_size_in_the_synthesized_netlist', '7.404', 'µm²'),
('synth', 'ys_cells', '656', ''),
('floorplanning', 'die_w', '100.6', 'µm'),
('floorplanning', 'pin_count', '25', ''),
('timing', 'final-hold-violation-count', '0', ''),
('cells_and_area', 'register_name_with_the_most_flops', 'refresh_counter', ''),
('grt', 'grt_start_max_net_pins', '24', ''),
('grt', 'wire_length_of_the_first_global_routing_pass', '20910', 'µm'),
('floorplanning', 'std_cell_rows', '35', ''),
('drt', 'post_drt_via_cell_ratio', '5.655', ''),
('drt', 'final_routed_drc_violation_total', '0', ''),
('cells_and_area', 'layout.area.comb', '0.004787', 'mm²'),
('floorplanning', 'core', '0.009328', 'mm²'),
('drt', 'drt_wl_total', '12910', 'µm'),
('run', 'warning_count', '44', ''),
('drt', 'drt_wl_cell', '13.34', 'µm'),
('place', 'dpl.cell_count', '938', ''),
('worst_setup_path', 'worst_path_arrival_time', '13.36', 'ns');
[Yosys cell counts, types with 8 or more instances]
cell      count  share of area
o21ai_0      27          0.028
a21oi_1      31          0.032
inv_1        42          0.032
a21o_1       14          0.022
mux2i_1      23          0.047
and3_1        8          0.010
xor2_1        8          0.014
nor2b_1       9          0.012
ha_1         41           0.11
nor2_1       50          0.039
xnor2_1      34          0.061
and2_1       12          0.015
clkbuf_1     11         0.0085
o21ai_1      11          0.011
o211ai_1      9          0.014
nand4_1      12          0.015
nand3_1      27          0.028
nand2b_1      9          0.012
mux2_2       13          0.030
nor3_1       13          0.013
dfxtp_1      20          0.082
a31oi_1      10          0.013
nand2_1      47          0.036
[logic make-up (layout without fill, tap and decap cells)]
| logic type | count (synthesis) | after routing | synth area share |
|---|---|---|---|
| compound gates | 207 | 207 | 0.3163 |
| xor+xnor | 46 | 46 | 0.09042 |
| fa+ha+maj | 41 | 41 | 0.1056 |
| buf+inv | 75 | 258 | 0.06672 |
| flops | 20 | 20 | 0.08243 |
| mux | 43 | 43 | 0.09737 |
| simple gates | 224 | 224 | 0.2411 |
[metrics by stage]
stage	TNS, ns	area (µm²)	hold WS, ns	util
floorplan	-0.06802	5067	0.3833	-
finish	0	7239	0.4132	0.7761
detailed placement	-1.846	6470	0.4011	0.6936
global route	-0.2075	7239	0.4395	0.7761
CTS	0	6626	0.4182	0.7104
global placement	-0.8698	6470	0.3918	0.6936
[worst max-delay path, delay by kind of cell]
family	cells	cell delay, ns
AND/OR/NAND/NOR	16	2.55
AND-OR/OR-AND	11	2.20
adder cells (fa/ha/maj)	10	1.91
multiplexers	6	1.58
buffers and inverters	12	1.15
XOR/XNOR	3	0.57
[metal layers]
layer	GRT usage	routed length, µm	vias up
met5	0	0	-
met4	0.01115	8	0
met3	0.006347	385	2
met2	0.4104	5763	101
met1	0.3801	6752	2542
li1	-	-	2829
[repair_timing]
action                                  in CTS  in global routing
pin swaps                                   14                 58
endpoints found under the setup margin       7                  7
gates resized                               16                103
buffers inserted                             3                 23
[area by class of cell]
class / count / share of cell area
clock buffers: 3 / 0.005703
clock inverters: 1 / 0.004148
inverters: 50 / 0.02731
multi-input cells: 561 / 0.6613
flip-flops and latches: 20 / 0.05531
well taps: 129 / 0.02230
repair buffers: 204 / 0.2240
[final timing paths]
| kind | from | endpoint | slack (ns) | depth (start not counted) |
|---|---|---|---|---|
| max | num[7] | LED_out[3] | 0.40 | 58 |
| min | refresh_counter[0]$_DFF_P_ | refresh_counter[0]$_DFF_P_ | 0.41 | 1 |
| max reg2reg | refresh_counter[2]$_DFF_P_ | refresh_counter[17]$_DFF_P_ | 15.51 | 6 |
| min reg2reg | refresh_counter[0]$_DFF_P_ | refresh_counter[0]$_DFF_P_ | 0.41 | 1 |
